--- ./run.sh ---
#!/bin/bash
# OpenROAD 26Q1-2900-gdf79404cd8, Yosys 0.63+post, stock flow scripts
make -C /OpenROAD-flow-scripts/flow DESIGN_CONFIG=/design/flow/config.mk WORK_HOME=/design/flow/orfs finish
--- ./config.mk ---
export PLATFORM = sky130hd
export DESIGN_NAME = clock_divider
export DESIGN_NICKNAME = clock_divider
export VERILOG_FILES = /design/flow/design.v
export SDC_FILE = /design/flow/constraint.sdc
export NUM_CORES = 4
export LEC_CHECK = 1
export CORE_AREA = 10 10 101 101
export DIE_AREA = 0 0 111 111
--- ./constraint.sdc ---
current_design clock_divider

set clk_period 4.4
set clk_io_pct 0.2

create_clock -name clk0 -period $clk_period [get_ports {clock}]

set non_clock_inputs [all_inputs -no_clocks]
set_input_delay [expr $clk_period * $clk_io_pct] -clock clk0 $non_clock_inputs
set_output_delay [expr $clk_period * $clk_io_pct] -clock clk0 [all_outputs]
--- ./design.v ---
module communication (CLOCK_50, SW, KEY, LEDR, dataIn, dataOut);
	input CLOCK_50;
	input [7:0] SW;
	input [0:0] KEY;
	output [9:0] LEDR;
	input dataIn;
	output dataOut;
	assign LEDR[9] = dataIn;
	assign LEDR[8] = dataOut;
	wire[31:0] clk;
	clock_divider Divider (CLOCK_50, clk);
	wire [7:0] LEDRsub;
	nios_system NiosII (
								.charreceived_export(charReceived),     
								.charsent_export(charSent),         
								.clk_clk(CLOCK_50),
								.load_export(load),             
								.paralleldatain_export(parallelDataIn),   
								.paralleldataout_export(parallelDataOut),  
								.reset_reset_n(KEY),
								.switches_export(SW),				
								.leds_export(LEDRsub),
								.transen_export(transEn)           
								);
	wire SerialInStart, charReceived, srClockReceive;
	wire [7:0] parallelDataIn;
	startBitDetect sbd  (.rst(KEY), .clk(clk[4]), .serialIn(dataIn), .recvStart(SerialInStart), .charRec(charReceived));
	bsc bscRec (.rst(KEY), .clk(clk[4]), .enable(SerialInStart), .srClock(srClockReceive));
	bicReceive bicRec (.rst(KEY), .srClock(srClockReceive), .recEn(SerialInStart), .charRec(charReceived), .clk(clk[4]));
	S2P receiveBuffer (.rst(KEY), .srClock(srClockReceive), .dataIn(dataIn), .data(parallelDataIn));
	wire srClockTransmit, transEn, charSent, load;
	wire [7:0] parallelDataOut;
	wire [9:0] p2SBuffer;
	wire [3:0] bitIDCount;
	bicTransmit bisTran (.rst(KEY), .srClock(srClockTransmit), .transEn(transEn), .charSent(charSent), .load(load), .clk(clk[4]));
	bsc bscTran (.rst(KEY), .clk(clk[4]), .enable(transEn), .srClock(srClockTransmit));
	P2S transmitBuffer (.rst(KEY), .srClock(srClockTransmit), .data(parallelDataOut), .load(load), .dataOut(dataOut), .transEn(transEn), .clk(clk[4]), .charSent(charSent));
	assign LEDR[7:0] = parallelDataIn;
endmodule 
module clock_divider (clock, divided_clocks);
      input   clock;
      output reg [31:0]  divided_clocks;
      initial
         divided_clocks = 0;
      always @(posedge clock)
         divided_clocks = divided_clocks + 1;
endmodule
==> changes_impl.md <==
### Implementation results

* Synth-to-Final Area Change at 39.2%
* Core area at approximately 0.0081 sq mm
* Global-route usage over all layers at 4.69%
* Async set or reset register ratio after synthesis at 0%
* Fin. Hold Viols at 0
* Number of vias in the routed layout at ~960
* Maximum clock frequency at 471 MHz
* Mapped Area at 0.00132 sq mm
* Layout fillers at 855
* Setup bufs post-CTS at 0
* CTS clk-pin slew, worst paths at around 0.070 ns
* P_int at 0.417 mW
* Max_cap viols at 0
* Most numerous logic cells after layout: dfxtp_1, clkdlybuf4s50_1, xor2_1
* Share of layout cells above drive strength 1 at between 9 and 10%
* CTS tree: yes
* Largest net degree at the start of global routing at 12
* Top cell area share at 48.6%
* Residual DRC count at 0
* Post-route minimum period at 2.13 ns
* Post-CTS Resized at 0
* Unique cell types at 24
* Clk ins delay skew pair at about 0.28 ns
* CP Launch Type: register
* Routing usage on met1 at 6.10%
* Final GP Congestion at 0.716
* Top cells by area: dfxtp_1, xor2_1, xnor2_1
* Worst slew pin tran at ~0.58 ns
* Crit path capture type: output pin
* DR pass1 iterations at 4
* Hold WC Path Type: register to register
* Clock Sinks at 32
* Crit-path cells: clkdlybuf4s50_1
* CP top delay family: buffers and inverters
* Vias in the first global route at roughly 940
* Final-report setup violation count at 0
* Psw at slightly above 0.1 mW
* Maximum vdd drop at 0.109 mV
* Clock network fraction of design power at 44.4%
* Buf+Inv Stages, Crit Path at 1
* Hold_buf cts at 0
* Avg Cell Area, Syn at 10.4 sq um
* Port Buf Inserts at 32
* Met3 usage at 2.57%
* Sw frac at ~20%
* Commonest flop: dfxtp_1
* Post-route total power at 0.521 mW
* Final setup margin at 2.28 ns
* Met2 track demand over resource at 6.80%
* Row count at 33
* Cell taking the most area after synthesis: dfxtp_1
* DP Worst Slack at 2.58 ns
* HPWL after DPL at 2240 microns
* # H-tree levels at 2
* Critical path class: register to output pin
* Synth Warn # at 1
* First-pass GRT wire length at 4840 microns
* Arrival time worst endpoint at around 1.2 ns
* Cells after Synth at roughly 130
* N_diodes at 0
* Max FO, Critical Path at 6
* Initial antenna violation count at 0
* RSZ-0062 raised after global routing: no
* Root buf cell: clkbuf_8
* Setup Total Neg Slack at 0 ns
* Final max-slew violation count at 0
* Status: complete, no violations
* Leak pwr at 0.704 nW
* Die area at 0.0123 sq mm
* Yosys chip area at 0.00132 sq mm
* Synthesized registers at 32
* Finished Core Util at between 20 and 25%
* Top Ports at 33
* CP required at around 3.5 ns
* Worst reg2reg setup slack at 2.60 ns
* Max FFs per register at 32
* TritonCTS Buffers at 5
* Tally of OpenROAD warnings at 25
* Total grt overflow at 0
* Final wirelength at slightly below 3000 microns
* Placed cell count at approximately 260
* Yosys Instances at 127
* DRT iter0 DRCs at 9
* Critical Path Max Stage Delay at approximately 0.53 ns
* Die Wd at 111 microns
* Power per cell area at 284 mW/mm^2
* GRT busiest layer: met2
* Slew headroom at 61.5%
* Via-per-instance ratio at 3.60
* Final Non-Filler Cells at roughly 270
* Sequential power share at 55.6%
* Max clock buf depth at 2
* Final clock skew at about 0.0056 ns
* Comb power frac at 0%
* Sequential share of the synthesized area at 48.6%
* WL/cell at 11.0 microns
* DRT antenna net count at 0
* Slowest CP cell: clkdlybuf4s50_1
* Final worst path period share at approximately half
* Die Ht at 111 microns
* FP Util at 16.2%
* Count of library flops with an enable pin at 0
-- power groups by stage --
| stage | logic (mW) | clock network (mW) | registers, mW |
|---|---|---|---|
| CTS | 0.000000401 | 0.242 | 0.289 |
| global route | 0.000000401 | 0.253 | 0.289 |
| finish | 0.000000401 | 0.231 | 0.290 |
-- area by class of cell --
type                            instances  area [sq um]  area share [%]
Sequential cell                        32           641            34.9
Multi-Input combinational cell         86           634            34.6
Timing Repair Buffer                   32           320            17.5
Tap cell                              105           131            7.16
Clock buffer                            8          90.1            4.91
Inverter                                5          18.8            1.02
-- synthesized netlist by cell type (3+ instances only) --
cell type / number
and4_1: 4
dfxtp_1: 32
inv_1: 5
nand2_1: 9
nand3_1: 10
nand4_1: 3
nor2_1: 6
nor3_1: 4
nor4_1: 4
nor4_2: 5
xnor2_1: 10
xor2_1: 20
-- per-stage QoR --
stage	area, sq um	hold WS [ns]
after floorplan	1320	0.394
after global placement	1750	0.417
after detailed placement	1750	0.430
after CTS	1840	0.448
after global routing	1840	0.470
final	1840	0.444
-- cell families after synthesis --
logic type / share of synthesized area [%]
adders and majority gates: 0.949
DFF: 48.6
buffers and inverters: 3.32
xor gates and xnor gates: 19.9
and+or+nand+nor: 27.2
-- routing by layer --
metal / share of wire, % / wire [microns] / vias up
li1: - / - / 506
met1: 49 / 1440 / 423
met2: 40 / 1180 / 28
met3: 10 / 299 / 7
met4: 1.2 / 36 / 0
met5: 0 / 0 / -
-- path summary, 6_finish.rpt --
check	to	startpoint	depth (start not counted)
max	divided_clocks[2]	divided_clocks[2]	1
min	divided_clocks[0]	divided_clocks[0]	1
max reg2reg	divided_clocks[28]	divided_clocks[0]	5
min reg2reg	divided_clocks[0]	divided_clocks[0]	1
No activity file was given, so power comes from the tool's default toggle rates.
