==> flow/design.v <==
module P2S (rst, srClock, data, load, dataOut, transEn, clk, charSent);
	input rst, srClock,load, transEn, clk, charSent;
	input [7:0]  data;
	output reg dataOut;
    reg [9:0] buffer;
	initial begin 
		dataOut = 1'b1;
		buffer <= 10'b1111111111;
	end
	always @(posedge clk or negedge rst) begin
		 if (!rst) 
			 begin
				 buffer <= 10'b0;
			 end
		 else if (load && !charSent) 
			begin
				buffer <= {1'b0, data, 1'b1};
			end
		else if(transEn && srClock)
			begin
				dataOut <= buffer[9];
				buffer <= { buffer[8:0], 1'b1};
			end
		else if(charSent) 
			begin
				dataOut <= 1;
				buffer <= 10'b1111111111;
			end
		else
			begin 
				dataOut <= dataOut;
				buffer <= buffer;
			end
	end
endmodule 
==> flow/run.sh <==
#!/bin/bash
# OpenROAD 26Q1-2900-gdf79404cd8, Yosys 0.63+post, stock flow scripts
make -C /OpenROAD-flow-scripts/flow DESIGN_CONFIG=/design/flow/config.mk WORK_HOME=/design/flow/orfs finish
==> flow/config.mk <==
export PLATFORM = sky130hd
export DESIGN_NAME = P2S
export DESIGN_NICKNAME = P2S
export VERILOG_FILES = /design/flow/design.v
export SDC_FILE = /design/flow/constraint.sdc
export NUM_CORES = 4
export LEC_CHECK = 1
export CORE_AREA = 10 10 71 71
export DIE_AREA = 0 0 81 81
==> flow/constraint.sdc <==
current_design P2S

set clk_period 1.0
set clk_io_pct 0.2

create_clock -name clk0 -period $clk_period [get_ports {clk}]

set non_clock_inputs [all_inputs -no_clocks]
set_input_delay [expr $clk_period * $clk_io_pct] -clock clk0 $non_clock_inputs
set_output_delay [expr $clk_period * $clk_io_pct] -clock clk0 [all_outputs]
==> impl_metrics.json <==
{
  "status": "finished, final reports clean",
  "postCtsSetupBuffers": 0,
  "finalWirelength_mm": 1.29,
  "post_synth.cell_area_avg_sq_um": 12.9,
  "cellLeakagePower_uw": 0.000269,
  "grt_pass1_vias": 437,
  "hold_class": "in -> async",
  "portBuffers": 14,
  "cp_max_fo": 8,
  "wire_per_inst_microns": 11.7,
  "yosys_area_sq_um": 515,
  "ys.flops": 11,
  "die_y_microns": 81,
  "maxSlewHeadroom_pct": 83.2,
  "synth_seq_share_pct": 54.4,
  "clkSlewWorstSetupHoldPaths_ns": 0.05,
  "ys_top_cells_by_area": "dfrtp_1, o22a_1, edfxtp_1",
  "power.density_mw_per_mm2": 1410,
  "warnings": 25,
  "synth.cell_area_sq_um": 515,
  "finalPower_uw": 1100,
  "chip_area_sq_mm": 0.00656,
  "clk_latency_ns": 0.23,
  "ys_types": 15,
  "ir_worst_vdd_mv": 0.401,
  "max_freq_ghz": 1.08,
  "hold_viol": 0,
  "worst_ep_arrival_time_ns": 1.05,
  "cp_cell_sequence": "clkdlybuf4s15_1 -> a21o_4 -> o22a_1 -> o22a_1",
  "layout.cells.non_filler": 110,
  "required_ns": 1.12,
  "r2r_slack_ns": 0.10,
  "top_cells_by_count": "o22a_1, dfrtp_1, nor2_1",
  "slew_violations": 0,
  "drc_errors": 0,
  "finClkSkew_ns": 0.00348,
  "min_period_ns": 0.929,
  "grt_pass1_wl_mm": 2.15,
  "fillCellCount": 398,
  "vias_per_cell": 3.80,
  "initial_utilization_pct": 14.2,
  "antenna-diode-count": 0,
  "worstSetupPathType": "in -> reg",
  "setup_viol": 0,
  "seqCellArea_sq_um": 280,
  "ff_type": "dfrtp_1",
  "numCtsBuffers": 3,
  "worst_setup_path_start_kind": "input pin",
  "drt_iter0_markers": 7,
  "yosys_warnings": 1,
  "top_cell_area_share_pct": 48.5,
  "tightest_slew_ns": 0.252,
  "clock_sinks": 11,
  "max_stage_delay_ns": 0.26,
  "grt_max_degree": 11,
  "ys_cells": 40,
  "rsz0062_at_grt": "no",
  "maxCapViolations": 0,
  "worst_setup_path_end_kind": "register",
  "cts_tree": "done",
  "hpwl_microns": 975,
  "place_inst": 106,
  "path_common_cell": "o22a_1",
  "synth_area_leader_cell": "dfrtp_1",
  "syn_inst": 40,
  "synthToLayoutAreaGrowth_pct": 51.7,
  "rows": 22,
  "layout-drive-gt1-share_pct": 25.8,
  "ant_nets": 0,
  "antenna_found_initial": 0,
  "fin_crit_sh_pct": 92.9,
  "gp_congestion": 0.746,
  "firstDrtPassIters": 3,
  "comb_area_sq_um": 226,
  "globalRoute.totalOverflow": 0,
  "io-pin-count": 15,
  "ys_async_sr_fraction_pct": 90.9,
  "ctsHoldBuffers": 0,
  "core_sq_mm": 0.00363,
  "grt_util_all_layers_pct": 4.20,
  "edf_count": 1,
  "h-tree-depth": 1,
  "die_w_microns": 81,
  "synth.most_common_cell": "o22a_1",
  "cts_root_buffer": "clkbuf_8",
  "cpMaxStageDelayCell": "a21o_4",
  "clock_path_buffers": 2,
  "vias": 418
}
==> power by group <==
part           switching, uW  internal [uW]
clock network            155            279
logic                   69.0            105
registers               13.5            479
==> metrics by stage <==
| step | area [sq um] | setup slack, ns | TNS, ns | hold slack [ns] | util [%] |
|---|---|---|---|---|---|
| 2_1_floorplan | 515 | 0.117 | 0 | -0.0956 | - |
| 3_3_place_gp | 746 | -0.416 | -4.67 | 0.459 | 20.5 |
| 3_5_place_dp | 746 | -0.433 | -4.79 | 0.463 | 20.5 |
| 4_1_cts | 788 | 0.0172 | 0 | 0.297 | 21.7 |
| 5_1_grt | 782 | 0.00703 | 0 | 0.323 | 21.5 |
| 6_report | 782 | 0.0715 | 0 | 0.292 | 21.5 |
==> path summary, 6_finish.rpt <==
kind / from / depth (start not counted) / to
min in group clk0: srClock / 3 / dataOut$_SDFFCE_PP1P_
hold reg to reg: buffer[0]$_DFFE_PN0P_ / 1 / buffer[0]$_DFFE_PN0P_
setup / recovery: transEn / 4 / buffer[3]$_DFFE_PN0P_
hold / removal: rst / 2 / buffer[0]$_DFFE_PN0P_
setup reg to reg: buffer[9]$_DFFE_PN0P_ / 1 / dataOut$_SDFFCE_PP1P_
max in group asynchronous: rst / 2 / buffer[4]$_DFFE_PN0P_
==> cell families after synthesis <==
logic type	after synthesis	share of synthesized area (%)
compound gates	21	38.1
buf+inv	2	2.18
simple gates	6	5.34
flops	11	54.4
==> layout make-up <==
class	instances	area share, %
Sequential cell	11	35.8
Clock buffer	4	5.76
Tap cell	48	7.68
Multi-Input combinational cell	27	29.0
Inverter	1	0.480
Timing Repair Buffer	19	21.3
==> registers in the layout, summed over array words and instances (netlist names) <==
name,cells
dataOut,1
buffer,10
==> worst max-delay path: cells and delay by family <==
family                 cells  cell delay [ns]
buffers and inverters      1             0.22
AOI/OAI and AO/OA          3             0.63
==> per-layer routing <==
layer / GRT usage (%) / vias up / wire length (microns) / share of wire (%)
met3: 2.67 / 0 / 128 / 9.9
met4: 0.173 / 0 / 0 / 0
met2: 6.13 / 11 / 583 / 45
met5: 0 / - / 0 / 0
li1: - / 202 / - / -
met1: 5.44 / 205 / 577 / 45
==> cells in the final DEF, fill, tap and decap left out, drive strengths merged <==
cell / count
dlygate4sd2: 1
clkbuf: 6
clkdlybuf4s15: 2
inv: 1
nor2: 3
buf: 5
a21oi: 1
dfrtp: 10
or2: 1
o22a: 16
o21a: 1
clkdlybuf4s50: 9
o21bai: 1
or3: 1
nand2: 1
edfxtp: 1
a2bb2oi: 1
a21o: 1
==> timing repair <==
action	CTS	global route
setup endpoints to repair	13	6
pin swaps	0	1
gates resized	7	5
hold endpoints to repair	0	0
Power is estimated from default activity; no workload was simulated.
