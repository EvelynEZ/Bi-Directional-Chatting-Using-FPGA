==> ./design.v <==
module S2P (rst, srClock, dataIn, data);
	input rst, srClock, dataIn;
	output reg [7:0] data;
    reg [9:0] buffer;
	always @(posedge srClock or negedge rst) begin
		if (!rst) 
			begin
				buffer <= 10'b0;
			end
		else 
			begin
				data <= buffer[8:1];
				buffer <= {buffer[8:0], dataIn};
			end
	end
endmodule 
==> ./run.sh <==
#!/bin/bash
# OpenROAD 26Q1-2900-gdf79404cd8, Yosys 0.63+post, stock flow scripts
make -C /OpenROAD-flow-scripts/flow DESIGN_CONFIG=/design/flow/config.mk WORK_HOME=/design/flow/orfs finish
==> ./config.mk <==
export PLATFORM = sky130hd
export DESIGN_NAME = S2P
export DESIGN_NICKNAME = S2P
export VERILOG_FILES = /design/flow/design.v
export SDC_FILE = /design/flow/constraint.sdc
export NUM_CORES = 4
export LEC_CHECK = 1
export CORE_AREA = 10 10 70 70
export DIE_AREA = 0 0 80 80
==> ./constraint.sdc <==
current_design S2P

set clk_period 1.0
set clk_io_pct 0.2

create_clock -name clk0 -period $clk_period [get_ports {srClock}]

set non_clock_inputs [all_inputs -no_clocks]
set_input_delay [expr $clk_period * $clk_io_pct] -clock clk0 $non_clock_inputs
set_output_delay [expr $clk_period * $clk_io_pct] -clock clk0 [all_outputs]
==> impl_metrics.json <==
{
  "status": "finished clean",
  "wl_per_cell_um": 8.35,
  "cp.required_ps": 800,
  "firstDrtPassIters": 2,
  "hold_viol": 0,
  "antenna_found_initial": 0,
  "yosysSeqAreaShare_pct": 100,
  "yosysWarnings": 1,
  "antenna_left": 0,
  "ys_top_cells_by_count": "dfrtp_1, edfxtp_1",
  "end_kind": "output port",
  "totalWireLength_um": 660,
  "instances_no_fill": 79,
  "slew_headroom_pct": 92.8,
  "grt_usage_pct": 2.13,
  "vdd_drop_max_uv": 486,
  "drc_errors": 0,
  "p_leak_nw": 0.252,
  "grt_pass1_vias": 215,
  "diodes": 0,
  "numSynthFlops": 17,
  "fin_setup_tns_ps": 0,
  "drive_above_1_share_pct": 39.4,
  "max_freq_mhz": 1030,
  "skew_ps": 1.07,
  "arrival_ps": 770,
  "post-synth-top-area-fraction_pct": 51.6,
  "die.size.y_um": 80,
  "setup-violations-final": 0,
  "rsz0062_at_grt": "yes",
  "period_needed_ps": 973,
  "worst-path-buf-inv": 1,
  "ys_area_um2": 465,
  "cts_buffer_depth": 2,
  "vias_per_cell": 2.43,
  "crit_path_start_kind": "flop",
  "dieArea_mm2": 0.00640,
  "die_w_um": 80,
  "syn_area_per_cell_um2": 27.4,
  "drtIter0Drc": 3,
  "io_buffers": 10,
  "cpMaxStageDelayCell": "edfxtp_1",
  "grt-ovfl-total": 0,
  "cp_cell_sequence": "buf_2",
  "cts_root_buffer": "clkbuf_4",
  "p_int_mw": 0.960,
  "io_pins": 11,
  "synth-main-ff-cell": "dfrtp_1",
  "gp_congestion": 0.659,
  "syn_inst": 17,
  "comb_area_um2": 0,
  "numCtsBuffers": 3,
  "cp.depth": 1,
  "edf_count": 8,
  "yosysMostFrequentCell": "dfrtp_1",
  "drt-met1-wl_um": 293,
  "r2r_cells": 0,
  "cts_sinks": 17,
  "dpl_worst_slack_ps": -159,
  "ys_types": 2,
  "grt_first_pass_wirelength_um": 1020,
  "core_area_mm2": 0.00342,
  "worst-path-max-fanout": 1,
  "worst_slew_pin_slew_ps": 108,
  "h-tree-depth": 1,
  "clock_latency_ps": 270,
  "synthArstFlopShare_pct": 52.9,
  "warnings": 27,
  "holdCritPathClass": "in -> async",
  "wl_met3_um": 65,
  "area_leaders": "edfxtp_1, dfrtp_1",
  "pwr-share-comb_pct": 4.1,
  "critPathKind": "reg -> out",
  "layout_setup_ws_ps": 26.6,
  "max_stage_delay_ps": 380,
  "hpwl_um": 514,
  "p_sw_mw": 0.207,
  "wl_met2_um": 301,
  "comb_cells": 0,
  "powerDensity_mw_per_mm2": 1830,
  "post-synth-top-area-cell": "edfxtp_1",
  "swShare_pct": 17.7,
  "dr.max_layer_used": "met3",
  "p_seq_share_pct": 67.6,
  "fin_crit_sh_pct": 97.3,
  "hold_buffers": 0,
  "cap_viol_max_count": 0,
  "synthesis.area_um2": 465,
  "core_util_floorplan_pct": 13.6,
  "cts_tree": "built",
  "dp.cells": 75,
  "cpLargestDelayFamily": "flip-flops",
  "area_growth_pct": 36.8,
  "via_count": 192,
  "pwr-share-clk_pct": 28.3,
  "fillers": 385,
  "grt_max_degree": 16,
  "ys_cells": 17,
  "clk_pin_slew_ps": 80,
  "report.final.slew_viol_count": 0,
  "num_rows": 21
}
[logic make-up (layout without fill, tap and decap cells)]
| family | after synthesis | in the layout | synth area share (%) |
|---|---|---|---|
| flops | 17 | 17 | 100 |
| buf+inv | 0 | 16 | 0 |
[final cells by class]
| cell class | instances | area, um2 | area share, % |
|---|---|---|---|
| Clock buffer | 4 | 26.3 | 4.13 |
| Tap cell | 46 | 57.6 | 9.04 |
| Timing Repair Buffer | 12 | 87.6 | 13.8 |
| Sequential cell | 17 | 465 | 73.1 |
[layer usage]
layer / up-vias / global-route usage, %
li1: 91 / -
met1: 91 / 2.40
met2: 10 / 2.97
met3: 0 / 1.93
met4: 0 / 0.352
met5: - / 0
[power by group through the flow]
stage / Clock [mW] / Combinational [mW] / Sequential (mW)
6_report: 0.330 / 0.0478 / 0.788
5_1_grt: 0.377 / 0.0535 / 0.794
4_1_cts: 0.349 / 0.0509 / 0.790
[cells in the final DEF, fill, tap and decap left out, drive strengths merged]
cell type and count:
buf 10, clkbuf 4, clkdlybuf4s50 2, dfrtp 9
edfxtp 8
[state kept, by name, indices dropped and copies added (netlist names)]
name	flops
buffer	9
data	8
[per-stage QoR]
stage | util (%) | hold WS (ps) | power [mW] | area (um2)
finish | 18.6 | 244 | 1.17 | 637
global route | 18.6 | 225 | 1.22 | 637
CTS | 18.6 | 236 | 1.19 | 637
detailed placement | 19.0 | 340 | 0.876 | 651
global placement | 19.0 | 335 | 0.873 | 651
floorplan | - | -95.6 | 0.796 | 465
[what timing repair did]
| item | 4_1_cts | 5_1_grt |
|---|---|---|
| gates cloned | 0 | 0 |
| endpoints found under the setup margin | 8 | 6 |
| gates resized | 24 | 0 |
| setup buffers | 0 | 0 |
[worst paths after layout]
kind / start / to / slack (ps)
min: rst / buffer[0] / 240
max: data[3] / data[3] / 30
min in group clk0: buffer[0] / buffer[1] / 360
max reg2reg: buffer[4] / data[3] / 360
max in group asynchronous: rst / buffer[2] / 530
min reg2reg: buffer[0] / buffer[1] / 360
No activity file was given, so power comes from the tool's default toggle rates.
